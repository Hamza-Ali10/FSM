`flow/config.mk`:
```
export PLATFORM = sky130hd
export DESIGN_NAME = reg_file
export DESIGN_NICKNAME = reg_file
export VERILOG_FILES = /design/flow/design.v
export SDC_FILE = /design/flow/constraint.sdc
export NUM_CORES = 4
export LEC_CHECK = 1
export CORE_UTILIZATION = 30
```
`flow/run.sh`:
```
#!/bin/bash
# OpenROAD 26Q1-2900-gdf79404cd8, Yosys 0.63+post, stock flow scripts
make -C /OpenROAD-flow-scripts/flow DESIGN_CONFIG=/design/flow/config.mk WORK_HOME=/design/flow/orfs finish
```
`flow/constraint.sdc`:
```
current_design reg_file

set clk_period 5.4
set clk_io_pct 0.2

create_clock -name clk0 -period $clk_period [get_ports {clk}]

set non_clock_inputs [all_inputs -no_clocks]
set_input_delay [expr $clk_period * $clk_io_pct] -clock clk0 $non_clock_inputs
set_output_delay [expr $clk_period * $clk_io_pct] -clock clk0 [all_outputs]
```
`flow/design.v`:
```
`timescale 1ns / 1ps
module reg_file #(parameter ADDR_WIDTH   = 7 ,DATA_WIDTH  = 8)(
    input clk,
    input we,
    input [ADDR_WIDTH -1: 0]address_w , address_r,
    input [ADDR_WIDTH -1: 0] data_w,
    output [DATA_WIDTH-1 : 0] data_r
    );
    reg [DATA_WIDTH - 1:0] memory[0:2**ADDR_WIDTH -1];
    always@(posedge clk)
    begin
            if(we)
            memory[address_w] <=  data_w;
    end
    assign data_r = memory[address_r];
endmodule
```
==> run notes <==
Quick summary of the implementation run below.

STA classifies the critical path endpoint as a primary output. The all-layer global routing usage came out at 14.33%. The number of vias per cell is 4.915. The timing report lists the critical path depth as 8 cells. The maximum number of pins on one net before global-route repair came out at 70. The time the worst path needs with I/O delays and setup is 5185 ps. The area of the mapped netlist is 0.03468 mm2. The core region is 0.1145 mm2. The number of flip-flops under the largest register name came out at 896. Clock tree synthesis selected as its root buffer the cell clkbuf_16. The worst endpoint data arrival time came out at 4100 ps. The report lists the cells along the critical path as buf_8 -> buf_12 -> buf_4 -> mux4_2 -> mux4_2 -> mux4_2 -> mux2_2 -> clkdlybuf4s50_1. The tightest min-delay check is of the input pin to flip-flop type.

CTS built an H-tree with a depth of 3. The I/O pin count came out at 31. The fraction of layout cells with a size suffix above 1 is 30.82%. The final route contains 15389 vias. The post-route fraction of the period consumed by the critical path came out at 96.02%.

The tally of filler cells in the layout is 10271. The detail route stage leaves a number of antenna-violating nets equal to 0. The placed cell area came out at 0.03717 mm2. The area growth from synthesis to final layout came out at 15.45%. For this block, the initial DRC count from the detailed router was 1033.

The first global-routing pass estimated 113.6 mm of wire. TritonCTS built the clock tree. Per STA, the startpoint of the critical path is address_r[0]. The area of the synthesized netlist per yosys stat came out at 0.03468 mm2. CTS reports a maximum clock tree buffer depth of 3. Once the clock tree was built, the resizer swapped 0 gates to a different size. The delay of the slowest cell on the worst path came out at 610 ps.

The sequential cell area fraction in the yosys report is 77.59%. Per the gpl log, the routability congestion estimate is 0.8648. The vertical die dimension is 342.0 um. The highest clock rate this design can be run at is 192.9 MHz.

The gate count of the mapped netlist came out at 1448. The number of iterations in the first detailed-routing pass is 21. Ranking logic cells in the layout by count gives the top entries edfxtp_1 (896), mux4_2 (294), nor2_1 (122). The cell type that accounts for the most area after synthesis is edfxtp_1. For this sky-water flow run, the detailed-routed wirelength per cell is reported as 24.53 um. The power density over cell area is 361.9 mW/mm2. The number of synthesized register bits came out at 896. The number of CTS-inserted buffers came out at 89. Per the detailed-route log, wirelength across all metal layers totals 76.80 mm.

The number of design rule violations left after detail routing came out at 0. The number of distinct standard cells referenced by the synthesized netlist came out at 17. The kind of cell adding the most delay to the critical path is multiplexers.

The share of the core area taken by cells at floorplan is 30.29%. Setup repair after global routing left no endpoint under its margin. The number of clock sinks came out at 896. IR analysis of the VDD net gives a maximum drop of 0.2184 mV. The leakage component of the power is 12.01 nW. The slowest stage of the critical path belongs to the cell mux4_2.

Hold analysis shows the worst path with a depth of 1. The library cell used most frequently in the layout, excluding fill and tap cells, is edfxtp_1. Once the clock tree was built, the setup fixing pass inserted 0 buffers.

The initial antenna violation count is 7. The area share of the largest cell type after synthesis is 77.59%. In this run the worst setup path terminates at data_r[0].

The reported max-cap violation count is 0. The number of global-route vias before repair was 17245. The run finished with clean final reports. The hold violation total from the final report came out at 0.

The critical path is of the input pin to primary output type. The transition time of the tightest slew-check pin came out at 930.6 ps. In the final layout, the registers with the most flip-flops are memory x896. In the final timing run, aggregate negative setup slack is 0 ps. The worst slack at placement is 203.8 ps. The number of antenna diodes in the final layout is 0. The final tally of setup violations came out at 0. The average size of a mapped cell came out at 23.95 um2.

After clock tree synthesis, the flow added hold-fix buffers numbering 0. Detailed placement ended at an HPWL of 48.41 mm. The smallest hold slack came out at 925.9 ps. Per the GRT congestion report, total overflow comes to 0. The maximum net fanout on the critical path is 11. The startpoint class of the critical path is an input pin. The worst slew margin relative to its limit is 37.73%. The synthesized netlist was found by Yosys to have 1448 cells. In this run the core area contains 124 standard-cell rows. The floorplan step set the die width to 342.0 um. Warnings raised by the tools during the run amount to 25. The most prevalent standard cell on the critical path is mux4_2. The chip area is 0.1170 mm2. In the post-synthesis netlist, the biggest area contributors are edfxtp_1 (78%), mux4_2 (19%), nor2_1 (1.3%). The count of input and output buffers came out at 29.

The final total power came out at 14.49 mW. The clock-pin slew reported for the worst setup and hold paths after clock tree synthesis came out at 60 ps. The final cell area excluding filler cells is 0.04003 mm2.

Counting flops per register, the top entry is memory. The count of pins over their slew limit came out at 0. The final setup slack of the worst path is 215.1 ps. The endpoint required time on the critical path came out at 4320 ps. The number of buffers and inverters on the critical path came out at 4.

The number of warning messages in the yosys log is 1.
[worst min path at each step]
stage,endpoint,slack [ps],start
6_report,memory[21][1],930,data_w[1]
4_1_cts,memory[0][1],900,data_w[1]
5_1_grt,memory[6][1],930,data_w[1]
[kinds of logic (layout without fill, tap and decap cells)]
family                 count (synthesis)  after routing  share of synthesized area [%]
other                                  1              1                        0.01081
and+or+nand+nor                      170            170                          2.010
muxes                                301            301                          19.32
buffers and inverters                 80            251                          1.072
DFF                                  896            896                          77.59
[Yosys cell counts]
cell type and count:
buf_1 12, buf_2 3, buf_4 16, buf_6 1, clkbuf_1 48, conb_1 1
edfxtp_1 896, mux2_2 7, mux4_2 294, nand2_1 14, nand2b_1 2, nand3_1 12
nand4_1 3, nor2_1 122, nor2b_1 7, nor3_1 9, or3_1 1
[metrics by stage]
step / utilization [%] / instances
final: 34.96 / 3131
after global routing: 34.96 / 3131
after CTS: 34.96 / 3131
after detailed placement: 32.46 / 2970
after global placement: 32.46 / 2970
after floorplan: - / 1448
[power breakdown]
group	internal (mW)	switching, mW	leakage [nW]
logic	0.322	0.417	2.55
registers	7.68	0.00565	8.05
clock network	3.57	2.49	1.41
total	11.6	2.92	12.0
[per-layer routing]
metal  vias up  wire length, um  global-route usage (%)
met5         -               75                       0
li1       6405                -                       -
met1      7929            25560                   16.25
met4        12             1847                   2.846
met3       106            12670                   11.30
met2       937            36650                   21.65
[area by class of cell]
class | instances | area [um2] | share of cell area [%]
multi-input cells | 472 | 7401 | 18.49
repair buffers | 90 | 969.7 | 2.422
clock buffers | 112 | 2356 | 5.885
well taps | 1512 | 1892 | 4.725
flip-flops and latches | 896 | 26910 | 67.21
clock inverters | 49 | 510.5 | 1.275
Power and IR drop assume default switching activity.
